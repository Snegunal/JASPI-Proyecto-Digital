==> flow/design.v <==
module beg_com(input clk, output reg beg);
parameter freq = 50000000;
parameter tiempo = 1;  
reg [$clog2(freq):0] count;
initial begin
    count <= 0;
    beg <= 0;
end
always @(posedge clk) begin
    if (count == freq * tiempo) begin
        beg = ~beg;
        count = 0;
    end else count = count +1;
end
endmodule
module master(
    output reg scl,
    output reg sda_out,
    output reg sda_en,
    input sda_in,
    input clk,
    input beg
);
parameter Default = 3'b000, Start = 3'b001, Send_Add = 3'b010;
parameter Stretch = 3'b011, Send_Reg = 3'b100, Restart = 3'b101, Listen = 3'b110;
parameter Wait = 3'b111;
parameter Ns = 250;  
parameter Delay = 5;  
reg [2:0] state;
reg [$clog2(20*Ns):0] counter;
reg [3:0] listen_count;
reg [2:0] st_prev;  
initial begin
  state <= Default;
  st_prev <= Default;
  counter <= 0;
  sda_out <= 1;
  sda_en <= 1;
  listen_count <= 0;
end
always @(posedge clk) begin
  case (state)
    Default: if (beg)begin
              state <= Start;
              st_prev <= Default;
              end else begin 
                state <= Default;
                st_prev <= Default;
                scl <= 1;
                sda_out <= 1;
                counter <= 0;
             end
    Start : 
            if (st_prev == Default) begin
              if (counter == Ns) begin
                sda_out <= 0;
                scl <= 1;
                counter <= counter + 1;
              end else if (counter == 2*Ns)begin
                sda_out <= 0;
                scl <= 0;
                counter <= counter + 1;
              end else if (counter == 3*Ns)begin
                sda_out <= 1;
                scl <= 0;
                counter = 0;
                state <= Send_Add;
                st_prev <= Default;
              end else counter <= counter +1;
            end
            else if (st_prev == Send_Reg) begin
              if (counter == Ns) begin
                sda_out <= 1;
                scl <= 1;
                counter <= counter + 1;
              end else if (counter == 2*Ns)begin
                sda_out <= 0;
                scl <= 1;
                counter <= counter + 1;
              end else if (counter == 3*Ns)begin
                sda_out <= 0;
                scl <= 0;
                counter <= counter +1;
              end else if (counter == 3*Ns +Delay)begin
                sda_out <= 1;
                scl <= 0;
                counter = 0;
                state <= Send_Add;
                st_prev <= Restart;
              end else counter <= counter +1;
            end 
    Send_Add:
            if (st_prev == Default) begin
              if (counter%(Ns)==0 && counter%(2*Ns)!= 0)begin
                scl <= ~scl;
                counter <= counter + 1;
              end
              else if (counter%(2*Ns)== 0)begin
                scl <= 0;
                counter <= counter + 1;
              end else if (counter == 2*Ns +Delay)begin
                sda_out <= 1;
                counter <= counter + 1;
              end else if (counter == 4*Ns +Delay)begin
                sda_out <= 0;
                counter <= counter + 1;
              end else if (counter == 6*Ns +Delay)begin
                sda_out <= 1;
                counter <= counter + 1;
              end else if (counter == 8*Ns +Delay)begin
                sda_out <= 0;
                counter <= counter + 1;
              end else if (counter == 10*Ns +Delay)begin
                sda_out <= 0;
                counter <= counter + 1;
              end else if (counter == 12*Ns +Delay)begin
                sda_out <= 0;
                counter <= counter + 1;
              end else if (counter == 14*Ns +Delay)begin
                sda_out <= 0;
                counter <= counter + 1;
              end else if (counter == 16*Ns +Delay)begin
                sda_out <= 1'b1;
                sda_en <= 0;
                counter <= counter +1;
              end else if (counter == 18*Ns +Delay)begin
                sda_en <= 1;
                sda_out <= 1'b1;
                counter <= 0;
                state <= Stretch;
                st_prev <= Send_Add;
              end else counter <= counter +1; 
            end else if (st_prev == Restart) begin
              if (counter%(Ns)==0 && counter%(2*Ns)!= 0)begin
                scl <= ~scl;
                counter <= counter + 1;
              end
              else if (counter%(2*Ns)== 0)begin
                scl <= 0;
                counter <= counter + 1;
              end else if (counter == 2*Ns +Delay)begin
                sda_out <= 1;
                counter <= counter + 1;
              end else if (counter == 4*Ns +Delay)begin
                sda_out <= 0;
                counter <= counter + 1;
              end else if (counter == 6*Ns +Delay)begin
                sda_out <= 1;
                counter <= counter + 1;
              end else if (counter == 8*Ns +Delay)begin
                sda_out <= 0;
                counter <= counter + 1;
              end else if (counter == 10*Ns +Delay)begin
                sda_out <= 0;
                counter <= counter + 1;
              end else if (counter == 12*Ns +Delay)begin
                sda_out <= 0;
                counter <= counter + 1;
              end else if (counter == 14*Ns +Delay)begin              
                sda_out <= 1;
                counter <= counter + 1;
              end else if (counter == 16*Ns +Delay)begin
                sda_out <= 1'b1;
                sda_en <= 0;
                counter <= counter +1;
              end else if (counter == 18*Ns +Delay)begin
                sda_en <= 1;
                sda_out <= 1'b0;
                counter <= 0; 
                state <= Stretch;
                st_prev <= Restart;
              end else counter <= counter +1; 
            end
    Stretch:
            if (st_prev == Send_Add)begin
              if (counter == Ns)begin
                sda_out <= 1'b0;
                scl <= 0;
                counter <= 0;
                state <= Send_Reg;
              end else counter <= counter +1;
            end else if (st_prev == Send_Reg)begin
              if (counter == Ns)begin
                sda_out <= 1'b1;
                scl <= 0;
                counter <= 0;
                state <= Start;
                st_prev <= Send_Reg;
              end else counter <= counter +1;  
            end else if (st_prev == Restart)begin
              if (counter == Ns)begin
                sda_out <= 1'b0;
                scl <= 0;
                counter <= 0;
                state <=Listen;
                sda_en <= 0;
              end else counter <= counter +1;
            end
    Send_Reg:
             if (counter%(Ns)==0 && counter%(2*Ns)!= 0)begin
              scl <= ~scl;
              counter <= counter + 1;
             end
             else if (counter%(2*Ns)== 0)begin
              scl <= 0;
              counter <= counter + 1;
             end else if (counter == 16*Ns +Delay)begin
              sda_out <= 1'b1;
              sda_en <= 0;
              counter <= counter +1;
             end else if (counter == 18*Ns +Delay)begin
              sda_en <= 1;
              sda_out <= 1'b0;
              counter <= 0;
              state <= Stretch;
              st_prev <= Send_Reg;
            end else counter <= counter +1; 
    Listen:
            if (listen_count < 6) begin 
             if (counter%(Ns)==0 && counter%(2*Ns)!= 0 && counter != 19*Ns)begin
              scl <= ~scl;
              counter <= counter + 1;
             end
             else if (counter%(2*Ns)== 0)begin
              scl <= 0;
              counter <= counter + 1;
             end else if (counter == 16*Ns +Delay)begin
                sda_out <= 0;
                sda_en <= 1;
                counter <= counter + 1;
             end else if (counter == 18*Ns +Delay)begin
                sda_out <= 1;
                sda_en <= 0;
                counter  <= counter +1;
             end
              else if (counter == 19*Ns)begin
                sda_out <= 1;
                sda_en <= 0;
                scl <= 0;
                counter <= 0;
                listen_count <= listen_count +1;
             end 
             else counter <= counter +1;
            end else if (listen_count == 6) begin 
             if (counter%(Ns)==0 && counter%(2*Ns)!= 0 && counter != 19*Ns)begin
              scl <= ~scl;
              counter <= counter + 1;
             end
             else if (counter%(2*Ns)== 0)begin
              scl <= 0;
              counter <= counter + 1;
             end else if (counter == 16*Ns +Delay)begin
                sda_out <= 1;
                sda_en <= 1;
                counter <= counter + 1;
             end else if (counter == 18*Ns +Delay)begin
                sda_out <= 1;
                sda_en <= 1;
                counter  <= counter +1;
             end
              else if (counter == 19*Ns)begin
                sda_out <= 0;
                sda_en <= 1;
                scl <= 0;
                counter <= 0;
                listen_count <= listen_count +1;
             end 
             else counter <= counter +1;
            end else if (listen_count == 7) begin
             if (counter == Ns)begin
              scl <= 1;
              counter <= counter + 1;
             end else if (counter == 2*Ns) begin
              sda_out <= 1;
              counter <= 0;
              listen_count <= listen_count +1;
             end else counter <= counter +1;
            end else if (listen_count == 8) begin
              state <= Wait;
              st_prev <= Listen;
              sda_en <= 1;
              counter <= 0;
              listen_count <= 0;
            end
    Wait:  
            if (beg == 0) state <= Default;
  endcase
end
endmodule
module top(
    input clk,
    output sda,
    output scl
);
wire sda_out, sda_en, beg;
assign sda = (sda_en) ? sda_out: 1'bz;
beg_com beg_com(
    .clk(clk),
    .beg(beg)
);
master master(
    .scl(scl),
    .sda_out(sda_out),
    .sda_en(sda_en),
    .sda_in(sda),
    .clk(clk),
    .beg(beg)
);
endmodule
==> flow/run.sh <==
#!/bin/bash
# OpenROAD 26Q1-2900-gdf79404cd8, Yosys 0.63+post, stock flow scripts
make -C /OpenROAD-flow-scripts/flow DESIGN_CONFIG=/design/flow/config.mk WORK_HOME=/design/flow/orfs finish
==> flow/config.mk <==
export PLATFORM = sky130hd
export DESIGN_NAME = top
export DESIGN_NICKNAME = top
export VERILOG_FILES = /design/flow/design.v
export SDC_FILE = /design/flow/constraint.sdc
export NUM_CORES = 4
export LEC_CHECK = 1
export CORE_UTILIZATION = 50
==> flow/constraint.sdc <==
current_design top

set clk_period 7.6
set clk_io_pct 0.2

create_clock -name clk0 -period $clk_period [get_ports {clk}]

set non_clock_inputs [all_inputs -no_clocks]
set_input_delay [expr $clk_period * $clk_io_pct] -clock clk0 $non_clock_inputs
set_output_delay [expr $clk_period * $clk_io_pct] -clock clk0 [all_outputs]
==> GITHUB_STEP_SUMMARY <==
### Flow metrics

| Metric | Value |
|---|---|
| Status | `finished, final reports clean` |
| Core area | `10,400 µm²` |
| Met3 GRT Util | `2.25%` |
| # Cells Yosys | `727` |
| Setup Skew | `0.0169 ns` |
| Syn Area/Cell | `7.46 µm²` |
| P_int | `0.000401 W` |
| Sequential power share | `60.5%` |
| Largest area contributor in the netlist | `edfxtp_1` |
| Post-Synthesis Cells | `727` |
| WL/cell | `16.0 µm` |
| Final ANT Viol Nets | `0` |
| Post-route cell area | `5660 µm²` |
| Diode count | `0` |
| Clk pwr share | `39.5%` |
| Post-CTS Hold Buffers | `0` |
| DRT Pass-1 Iters | `7` |
| CTS tree | `yes` |
| Congestion Overflow GR | `0` |
| Ys flop type | `edfxtp_1` |
| RSZ-0062 raised after global routing | `no` |
| CTS buffer count | `5` |
| Via-to-Cell Ratio | `6.17` |
| Slew headroom | `35.7%` |
| Sequential area share after synthesis | `24.9%` |
| Sw frac | `19.8%` |
| Top-area cell share | `14.9%` |
| Startpoint types | `register` |
| Post-Route Setup TNS | `0 ns` |
| Fin crit share | `93.2%` |
| Cell mode on critical path | `nand3_1` |
| Vias | `5,211` |
| Post-DP HPWL | `9.95 mm` |
| Die W | `106 µm` |
| Area after DPL | `5550 µm²` |
| Max clock buf depth | `2` |
| Final Wtd Congestion | `0.929` |
| Leak | `1.81 nW` |
| Worst setup EP type | `register` |
| Synthesized cell area | `5430 µm²` |
| Maxcap violations | `0` |
| Met1 Usage GRT | `39.5%` |
| First-pass GRT wire length | `22.9 mm` |
| Routed WL | `13.5 mm` |
| Switch Pwr | `0.0000991 W` |
| Clock root buffer | `clkbuf_8` |
| Slowest cell delay on critical path | `0.75 ns` |
| Final setup vio count | `0` |
| Crit-path slowest cell | `edfxtp_1` |
| CP bufs+invs | `0` |
| Class of the worst hold path | `reg -> reg` |
| Top cells by count | `nor2_1 (94), nand2_1 (72), a21oi_1 (40)` |
| Flip-flops with a built-in enable | `27` |
| Pin count of the biggest net entering global routing | `35` |
| Max Freq | `141 MHz` |
| Post-synth regs | `54` |
| Top area cell types | `edfxtp_1 (15%), dfxtp_1 (10%), nor2_1 (6.5%)` |
| WP data required | `7.62 ns` |
| Min Tclk post-route | `7.08 ns` |
| PortBufs | `2` |
| Synth cell types | `88` |
| Combinational Power Share | `0%` |
| Critical path cell sequence | `nand4_2, nor2_1, ha_1, nand4b_1, o21ai_1, nand2_1, o22ai_4, nor3_2, a2111o_1, or3_1, and3_1, o211ai_2, nand3_1, o21ai_0, nand3_1, or4_1, and3_4, nor4_4, o211ai_1, or2_1, a311oi_2` |
| Clock Sinks | `54` |
| Antenna violations before repair | `0` |
| Slew Viols, Final | `0` |
| P&R area growth vs syn | `4.24%` |
| Final Hold Viols | `0` |
| WP data arrival | `7.10 ns` |
| YS chip area | `5430 µm²` |
| I/O Pins | `3` |
| Syn. warnings | `3` |
| Layout cells sized above 1 | `6.91%` |
| Worst Tran Pin Value | `0.956 ns` |
| VDD IR max | `178 µV` |
| Cell Pwr Density | `88.4 nW/µm²` |
| Post-CTS Setup Bufs | `0` |
| Die area | `11,300 µm²` |
| Critical Path Fanout Max | `19` |
| Gr busiest metal | `met2` |
| Top-count cell post-synth | `nor2_1` |
| Tool warnings | `32` |
| DR DRC count | `0` |
| Crit Path Class | `reg -> reg` |
| GRT Total Usage | `25.4%` |
| Delay-heaviest family, CP | `simple AND/OR/NAND/NOR gates` |
| Met2 Use GR | `39.6%` |
| H-tree depth | `2` |
| Clock Latency Late Sink | `0.32 ns` |
| Vias in the first global route | `4,718` |
| Async SR Flop Fraction | `0%` |
| Drt initial violations | `394` |
| Post-cts resize count | `0` |
| Clock transition at the registers of the reported paths | `0.11 ns` |
| Die Span Y | `106 µm` |
| Num rows | `37` |
| Fp_density | `52.1%` |
## logic make-up (layout without fill, tap and decap cells)
family / Yosys count / after routing / share of synthesized area (%)
xor+xnor: 51 / 51 / 8.23
buf+inv: 62 / 44 / 4.75
mux: 7 / 7 / 1.34
flops: 54 / 54 / 24.9
fa+ha+maj: 10 / 10 / 2.31
simple gates: 352 / 352 / 33.6
compound gates: 191 / 191 / 24.9
## sequential cells by signal, summed over array words and instances, names as in the netlist
name                 cells
beg_com.count           27
master.counter          14
master.listen_count      4
master.st_prev           3
master.state             3
beg_com.beg              1
master.scl               1
master.sda_out           1
## routing by layer
layer	up-vias	wire, µm
met5	-	0
met4	0	292
met3	22	475
met2	124	6260
met1	2395	6450
li1	2670	-
## worst register-to-register path, delay by kind of cell (launching register included)
kind                     cells  cell delay [ns]
adder cells (fa/ha/maj)      1             0.30
flip-flops                   1             0.75
AND-OR/OR-AND                7             2.08
AND/OR/NAND/NOR             13             3.63
## placed cells by master, fill, tap and decap left out, types with 6 or more instances in the layout
master,n
and3_1,13
xor2_1,18
o22ai_1,9
nand3b_1,6
o221ai_1,6
or3_1,8
xnor2_1,33
o21ai_0,37
and2_1,8
dfxtp_1,27
edfxtp_1,27
a211oi_1,7
nor4_1,10
a21oi_1,40
nor3_1,28
nor2_1,94
a31oi_1,6
ha_1,10
o211ai_1,10
nand2_1,72
nand2b_1,10
buf_4,14
nor2b_1,14
o2111ai_1,6
nand4_1,14
inv_1,19
nand3_1,39
o21a_1,6
## path summary, 6_finish.rpt
path / from / endpoint / slack (ns) / depth (start not counted)
max: master.counter[10]$_DFFE_PP_ / master.scl$_DFFE_PP_ / 0.52 / 21
min: beg_com.count[26]$_SDFF_PN0_ / beg_com.count[26]$_SDFF_PN0_ / 0.47 / 1
max reg2reg: master.counter[10]$_DFFE_PP_ / master.scl$_DFFE_PP_ / 0.52 / 21
min reg2reg: beg_com.count[26]$_SDFF_PN0_ / beg_com.count[26]$_SDFF_PN0_ / 0.47 / 1
## final cells by class
class,count,area (µm²)
inverters,20,75.1
flip-flops and latches,54,1350
multi-input cells,611,3820
fillers,964,4760
well taps,136,170
repair buffers,16,125
clock inverters,3,42.5
clock buffers,5,68.8
## through the flow
| step | total power [W] | utilization [%] | std cells | setup WS [ns] | hold WS, ns |
|---|---|---|---|---|---|
| after floorplan | 0.000309 | - | 727 | 1.54 | 0.435 |
| after global placement | 0.000309 | 53.2 | 837 | 0.826 | 0.458 |
| after detailed placement | 0.000309 | 53.2 | 837 | 0.632 | 0.451 |
| after CTS | 0.000506 | 54.3 | 845 | 0.600 | 0.477 |
| after global routing | 0.000516 | 54.3 | 845 | 0.0570 | 0.493 |
| final | 0.000500 | 54.3 | 845 | 0.516 | 0.471 |
## power groups by stage
stage | clock [W] | combinational, W | sequential, W
final | 0.000198 | 0.00000000122 | 0.000302
after global routing | 0.000213 | 0.00000000122 | 0.000302
after CTS | 0.000204 | 0.00000000122 | 0.000302
No activity file was given, so power comes from the tool's default toggle rates.
